## config.mk

```make
export PLATFORM = sky130hd
export DESIGN_NAME = traffic_light_controller
export DESIGN_NICKNAME = traffic_light_controller
export VERILOG_FILES = /design/flow/design.v
export SDC_FILE = /design/flow/constraint.sdc
export NUM_CORES = 4
export LEC_CHECK = 1
export CORE_AREA = 10 10 97 97
export DIE_AREA = 0 0 107 107
```

## constraint.sdc

```tcl
current_design traffic_light_controller

set clk_period 2.2
set clk_io_pct 0.2

create_clock -name clk0 -period $clk_period [get_ports {sys_clk}]

set non_clock_inputs [all_inputs -no_clocks]
set_input_delay [expr $clk_period * $clk_io_pct] -clock clk0 $non_clock_inputs
set_output_delay [expr $clk_period * $clk_io_pct] -clock clk0 [all_outputs]
```

## design.v

```verilog
module generate_1s(sys_clk, reset, y);
	input sys_clk, reset;
	output y;
	reg y;
	reg [9 : 0] cnt;
	always@(posedge sys_clk or negedge reset)
	begin
		if(!reset)
		begin
			y <= 1'b0;
			cnt <= 10'd0;
		end
		else
		begin
			if(cnt == 10'd999)
			begin
			y <= 1'b1;
			cnt <= 10'd0;
			end
			else
			begin
				y <= 1'b0;
				cnt <= cnt + 1;
			end
		end
	end
endmodule
module counter(count_clk, reset, data);
	input count_clk, reset;
	output [6 : 0] data;  
	reg [6 : 0] data;
	always@(posedge count_clk or negedge reset)
	begin
		if(!reset) data <= 7'd50;  
		else if(data == 7'd0) data <= 7'd50;
		else data <= data - 7'd1;
	end
endmodule
module controller(clk, reset, din, state);
	input clk, reset;
	input [6 : 0] din;
	output [1 : 0] state;
	reg [1 : 0] state, current_state, next_state;
	parameter red = 2'b00, green = 2'b01;
	always@(posedge clk or negedge reset)
	begin
		if(!reset) current_state <= red;
		else current_state <= next_state;
	end
	always@(current_state or din)
	begin
		case(current_state)
			red: next_state = (din == 7'd50) ? green : red;
			green: next_state = (din == 7'd30) ? red : green;
		endcase
	end
	always@(current_state)
	begin
		case(current_state)
			red: state = 2'b00;
			green: state = 2'b01;
		endcase
	end
endmodule
module splitter(data, data_shi, data_ge);
	input [6 : 0] data;
	output [3 : 0] data_shi;
	output [3 : 0] data_ge;
	reg [3 : 0] data_shi, data_ge;
	reg [6 : 0] data_display;
	always@(data)
	begin
		if(data >= 7'd20) data_display = data - 7'd20;
		else data_display = data;
	end
	integer i;
	always@(data)
	begin
		data_shi = 4'd0;
		data_ge = 4'd0;
		for(i = 6; i >= 0; i = i - 1)
		begin
			if(data_ge >= 4'd5) data_ge = data_ge + 4'd3;
			if(data_shi >= 4'd5) data_shi = data_shi + 4'd3;
			data_shi = data_shi << 1;
			data_shi[0] = data_ge[3];
			data_ge = data_ge << 1;
			data_ge[0] = data_display[i];
		end
	end
endmodule
module decoder5_7(reset, data_shi, data_ge, data_high, data_low);
	input reset;
	input [3 : 0] data_shi, data_ge;
	output [6 : 0] data_high, data_low;
	reg [6 : 0] data_high, data_low;
	always@(reset or data_ge)
	begin
		if(!reset)
		begin
			data_high <= 7'b0000110;  
			data_low <= 7'b0000001;  
		end
		else
		begin
			case(data_ge)
				4'd0: data_low <= 7'b0000001;  
				4'd1: data_low <= 7'b1001111;  
				4'd2: data_low <= 7'b0010010;  
				4'd3: data_low <= 7'b0000110;  
				4'd4: data_low <= 7'b1001100;  
				4'd5: data_low <= 7'b0101100;  
				4'd6: data_low <= 7'b0100000;  
				4'd7: data_low <= 7'b0001111;  
				4'd8: data_low <= 7'b0000000;  
				4'd9: data_low <= 7'b0000100;  
				default: data_low <= 7'b0110000;  
			endcase
		end
	end
	always@(reset or data_shi)
	begin
		if(!reset)
		begin
			data_high <= 7'b0000110;  
			data_low <= 7'b0000001;  
		end
		else
		begin
			case(data_shi)
				4'd0: data_high <= 7'b0000001;  
				4'd1: data_high <= 7'b1001111;  
				4'd2: data_high <= 7'b0010010;  
				4'd3: data_high <= 7'b0000110;  
				default: data_high <= 7'b0110000;  
			endcase
		end
	end
endmodule
module traffic_light_controller(sys_clk, reset, data_high, data_low, state);
	input sys_clk, reset;
	output [1 : 0] state;
	output [6 : 0] data_high, data_low;
	wire count_clk;
	wire [6 : 0] data;
	wire [3 : 0] data_shi, data_ge;
	generate_1s		generate_1s_m0(.sys_clk(sys_clk), .reset(reset), .y(count_clk));
	counter			counter_m0(.count_clk(count_clk), .reset(reset), .data(data));
	controller		controller_m0(.clk(count_clk), .reset(reset), .din(data), .state(state));
	splitter		splitter_m0(.data(data), .data_shi(data_shi), .data_ge(data_ge));
	decoder5_7		decoder5_7_m0(.reset(reset), .data_shi(data_shi), .data_ge(data_ge), .data_high(data_high), .data_low(data_low));
endmodule
```

## run.sh

```bash
#!/bin/bash
# OpenROAD 26Q1-2900-gdf79404cd8, Yosys 0.63+post, stock flow scripts
make -C /OpenROAD-flow-scripts/flow DESIGN_CONFIG=/design/flow/config.mk WORK_HOME=/design/flow/orfs finish
```

==> qor.yml <==
run_status:
  status: "finished clean"
cells_and_area:
  final_layout_size_suffix_gt1_share_pct: 11.3
  final_cell_mix: "16 x dfrtp_1, 15 x conb_1, 9 x nor2_1, 6 x inv_1, 5 x nand3_1"
  syn2layout_area_growth_pct: 12.8
  design_area_sq_um: 1170
  layout_top_cell: "dfrtp_1"
  final_cells: 205
  nFillCells: 835
placed_design:
  portBuffers: 2
  dp_hpwl_microns: 1270
  pre_cts_slack_ps: 836
  dp.cells: 201
  placed_area_sq_um: 1120
  place_congestion: 0.825
power:
  clock_power_share_pct: 47.6
  ir_worst_vdd_mv: 0.172
  switching_share_pct: 18.6
  p_int_mw: 0.332
  combPwrFrac_pct: 2.6
  cellPowerDensity_nw_per_um2: 349
  p_leak_nw: 0.513
  p_switching_mw: 0.0760
  power_frac_seq_pct: 49.8
grt:
  first_global_vias: 691
  grt_antenna_before_repair: 0
  grt_usage_pct: 2.98
  grt_pass1_wl_microns: 2940
  grt_overflow: 0
  grt_max_degree: 13
run:
  warnings: 27
  cap_violations: 0
sta:
  untimed_endpoints: 9
  fin_skew_ps: 0.257
  min_period_over_period_pct: 63.4
  setup_violations: 0
  drv_slew: 0
  min_period_ps: 1400
  slew_headroom_pct: 63.9
  fin_tns_setup_ps: 0
  worst_pin_slew_ps: 539
  holdWs_ps: 499
  rsz0062_at_grt: "no"
  max_freq_ghz: 0.717
  unclocked_pins: 8
  hold_viol: 0
  fin_ws_ps: 805
min_path:
  hp-class: "register to register"
  worst_hold_path.num_cells: 1
cts:
  cts_tree: "yes"
  clk_path_buf_depth: 2
  cts_resized: 0
  clkSlewWorstSetupHoldPaths_ps: 50
  cts-buffers-inserted: 3
  cts_setup_buffers: 0
  insertion_delay_ps: 230
  postCtsHoldBufs: 0
  cts_root_buffer: "clkbuf_8"
  htreeDepth: 1
route:
  ant_nets: 0
  diodes: 0
  wl_microns: 1590
  vias_per_cell: 3.23
  drt-initial-drc-count: 47
  vias: 663
  drt-pass1-iter-count: 4
  routedWlPerCell_microns: 7.77
  drc: 0
die:
  placementRows: 31
  chipWidth_microns: 107
  chipArea_sq_um: 11400
  core_sq_um: 7290
  fp_util_pct: 14.2
  die_h_microns: 107
  ios: 18
worst_setup_path:
  crit_fanout: 6
  critPathKind: "register to register"
  ff2ff_path_depth: 4
  cp-start-kind: "register"
  end_kind: "register"
  cp.required_ps: 2310
  cp.arrival_ps: 1510
logic_synthesis:
  syn_area_sq_um: 1040
  ys_chip_area_sq_um: 1040
  yosys.cell_types.count: 32
  yosysWarnings: 33
  ys_cells: 101
  netlist_instances: 101
  ys_seq_share_pct: 46.2
  syn_area_per_cell_sq_um: 10.3
  ys_ff: 19
[layer usage]
metal	wire (microns)	part of all wire [%]	track usage, %	up-vias
met4	0	0	0.290	0
met1	754	47	3.71	331
met5	0	0	0	-
met3	65	4.1	1.09	0
met2	773	49	5.00	11
li1	-	-	-	321
[synth_stat cells]
master	instances	area, sq um
and3_1	1	6.26
ha_1	4	50.1
o21ai_1	4	20.0
nor3b_1	1	7.51
conb_1	2	7.51
o41ai_1	1	8.76
a21oi_1	3	15.0
dfrtp_1	16	400
and3b_1	1	8.76
nor2_1	9	33.8
and3_4	1	11.3
nand2_1	4	15.0
nand3b_1	1	7.51
dfstp_2	3	78.8
nor4_1	1	6.26
or3_1	2	12.5
nor4b_2	1	15.0
nand3_1	5	25.0
nor2b_1	2	12.5
nand4_1	1	6.26
and4bb_1	1	12.5
xor2_1	4	35.0
xnor2_1	4	35.0
a21o_1	1	7.51
nand3_2	1	10.0
nand4_4	1	21.3
a311o_1	1	10.0
nor2_2	1	6.26
a31oi_1	1	6.26
buf_4	15	113
inv_1	6	22.5
nor3_1	2	10.0
[layout make-up]
class	instances	area, sq um	share of cell area, %
sequential	19	479	41.0
multi-input combinational	74	472	40.3
tap	99	124	10.6
clock buffer	4	45.0	3.85
timing repair buffer	3	27.5	2.35
inverter	6	22.5	1.93
[flip-flops by register name, indices dropped and copies added (netlist names)]
signal	cells
controller_m0.current_state	1
counter_m0.data	7
generate_1s_m0.y	1
generate_1s_m0.cnt	10
[power by group through the flow]
stage	combinational, mW	sequential, mW	clock, mW
CTS	0.0126	0.203	0.201
global route	0.0140	0.203	0.216
finish	0.0108	0.203	0.194
[path summary, 6_finish.rpt]
| kind | from | end | slack, ps |
|---|---|---|---|
| max | generate_1s_m0.cnt[0]$_DFF_PN0_ | generate_1s_m0.cnt[6]$_DFF_PN0_ | 800 |
| min | generate_1s_m0.cnt[4]$_DFF_PN0_ | generate_1s_m0.cnt[4]$_DFF_PN0_ | 500 |
| max reg2reg | generate_1s_m0.cnt[0]$_DFF_PN0_ | generate_1s_m0.cnt[6]$_DFF_PN0_ | 800 |
| min reg2reg | generate_1s_m0.cnt[4]$_DFF_PN0_ | generate_1s_m0.cnt[4]$_DFF_PN0_ | 500 |
| max in group asynchronous | reset | generate_1s_m0.cnt[0]$_DFF_PN0_ | 1280 |
| min in group asynchronous | reset | generate_1s_m0.cnt[8]$_DFF_PN0_ | 560 |
[through the flow]
stage / util (%) / total power [mW]
2_1_floorplan: - / 0.225
3_3_place_gp: 15.4 / 0.219
3_5_place_dp: 15.4 / 0.219
4_1_cts: 16.0 / 0.417
5_1_grt: 16.0 / 0.433
6_report: 16.0 / 0.408
[critical path, cell delays in order (launching register included)]
cell     delay (ps)
dfrtp_1         440
ha_1            310
nand3_1         180
nor2_2          270
nor2_1           80
[cells by family after synthesis]
group	count (synthesis)	synth area share, %
and+or+nand+nor	36	22.0
adders and majority gates	4	4.83
other	2	0.724
AOI/OAI and AO/OA	11	6.51
xor gates and xnor gates	8	6.75
DFF	19	46.2
buffers and inverters	21	13.0
Power figures rest on the tool's default switching activity, not on a simulated workload.
